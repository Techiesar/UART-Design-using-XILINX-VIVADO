[flow/constraint.sdc]
current_design top

set clk_period 5.5
set clk_io_pct 0.2

create_clock -name clk0 -period $clk_period [get_ports {clk}]

set non_clock_inputs [all_inputs -no_clocks]
set_input_delay [expr $clk_period * $clk_io_pct] -clock clk0 $non_clock_inputs
set_output_delay [expr $clk_period * $clk_io_pct] -clock clk0 [all_outputs]
[flow/design.v]
`timescale 1ns / 1ps
module top(
    input clk,
    input start,
    input [7:0] txin,
    output reg tx, 
    input rx,
    output [7:0] rxout,
    output rxdone, 
    output txdone,
    output parity_error
);
parameter clk_value = 100_000;
parameter baud = 9600;
parameter wait_count = clk_value / baud;
reg bitDone = 0;
integer count = 0;
always @(posedge clk) begin
    if (count == wait_count) begin
        bitDone <= 1'b1;
        count <= 0;
    end else begin
        count <= count + 1;
        bitDone <= 1'b0;
    end
end
parameter IDLE = 0, SEND = 1;
reg [1:0] tx_state = IDLE;
reg [10:0] txData;  
reg [3:0] txIndex = 0;
function parity_even;
    input [7:0] data;
    begin
        parity_even = ^data;  
    end
endfunction
always @(posedge clk) begin
    case (tx_state)
        IDLE: begin
            tx <= 1'b1;  
            txIndex <= 0;
            if (start) begin
                txData <= {1'b1, parity_even(txin), txin, 1'b0};  
                tx_state <= SEND;
            end
        end
        SEND: begin
            tx <= txData[txIndex];
            if (bitDone) begin
                if (txIndex == 10) begin
                    tx_state <= IDLE;
                    tx <= 1'b1;
                end else begin
                    txIndex <= txIndex + 1;
                end
            end
        end
    endcase
end
assign txdone = (tx_state == IDLE && txIndex == 10 && bitDone);
parameter RIDLE = 0, RWAIT = 1, RECV = 2;
reg [1:0] rx_state = RIDLE;
reg [10:0] rxData;
reg [3:0] rxIndex = 0;
reg [15:0] rcount = 0;
reg [7:0] rxout_reg = 0;
reg rxdone_reg = 0;
reg parity_error_reg = 0;
always @(posedge clk) begin
    case (rx_state)
        RIDLE: begin
            rxIndex <= 0;
            rcount <= 0;
            rxdone_reg <= 0;
            if (rx == 1'b0) begin  
                rx_state <= RWAIT;
            end
        end
        RWAIT: begin
            if (rcount < (wait_count >> 1)) begin
                rcount <= rcount + 1;
            end else begin
                rcount <= 0;
                rxData[rxIndex] <= rx;
                rxIndex <= rxIndex + 1;
                rx_state <= RECV;
            end
        end
        RECV: begin
            if (bitDone) begin
                rxData[rxIndex] <= rx;
                rxIndex <= rxIndex + 1;
                if (rxIndex == 10) begin
                    rx_state <= RIDLE;
                    rxout_reg <= rxData[8:1];  
                    rxdone_reg <= 1;
                    if (parity_even(rxData[8:1]) !== rxData[9]) begin
                        parity_error_reg <= 1;
                    end else begin
                        parity_error_reg <= 0;
                    end
                end
            end
        end
    endcase
end
assign rxout = rxout_reg;
assign rxdone = rxdone_reg;
assign parity_error = parity_error_reg;
endmodule
[flow/config.mk]
export PLATFORM = sky130hd
export DESIGN_NAME = top
export DESIGN_NICKNAME = top
export VERILOG_FILES = /design/flow/design.v
export SDC_FILE = /design/flow/constraint.sdc
export NUM_CORES = 4
export LEC_CHECK = 1
export CORE_UTILIZATION = 40
[flow/run.sh]
#!/bin/bash
# OpenROAD 26Q1-2900-gdf79404cd8, Yosys 0.63+post, stock flow scripts
make -C /OpenROAD-flow-scripts/flow DESIGN_CONFIG=/design/flow/config.mk WORK_HOME=/design/flow/orfs finish
==> reports/summary.txt <==
status: finished, final reports clean
CTS Hold Bufs: 0
Biggest register: count
maximum buffer depth of the clock tree: 2
diodes inserted: 0
Starting DRT DRC Count: 111
leakage power: 1.69 nW
post-synthesis sequential area ratio: 57.1%
Crit Path Max Fanout: 9
All-Layer GR Usage: 13.2%
DRT Wirelength: 6130 um
Final Max Slew Viols: 0
CP endpoint kind: output pin
synthesis-to-finish area growth: 16.1%
clock buffer count from CTS: 9
comb area leader: simple AND/OR/NAND/NOR gates
# setup viols final: 0
depth of the CTS H-tree: 3
fp_density: 41.6%
GP Congestion: 0.843
initial antenna violation count: 0
WL/cell: 12.0 um
first-pass GRT wire length: 10500 um
chip area: 10600 um^2
post-CTS setup buffer count: 0
setup ws final: 2540 ps
Unique cell types: 47
Largest register FFs: 32
WS Path Type: register to output pin
clock slew seen by the registers of the worst setup and hold paths: 90 ps
Die H: 103 um
syn_area_per_cell: 12.1 um^2
setup TNS: 0 ps
hold slack: 464 ps
PortBufs: 22
DRT Pass-1 Iters: 5
Vias/cell: 4.85
GRT overflow: 0
fin crit period: 2960 ps
Worst-Margin Slew: 737 ps
pwr dens: 445 nW/um^2
Final Core Density: 48.3%
asr flop ratio synth: 0%
clock root buffer: clkbuf_8
DRT antenna net count: 0
Core ar.: 9820 um^2
biggest regs: count: 32 flops, rcount: 16 flops
Arr. time, crit path: 1860 ps
Boundary Pins: 23
Post-synth EDFFs: 55
VDD IR-drop max: 0.000159 V
via count: 2482
Adder Area Share: 4.90%
hpwl dp: 4340 um
final count of hold timing violations: 0
yosys stat chip area: 4090 um^2
XOR/XNOR Area Share: 10.9%
CTS sink count: 89
Dominant Register Cell: edfxtp_1
largest net degree at the start of global routing: 17
yosys aoi share: 4.47%
Mux cell area share: 2.45%
Max Cap Viol: 0
share of cells above drive strength 1: 6.86%
vias in the first global route: 2326
warnings from Yosys: 1
row count: 36
Latency at later pin: 350 ps
DRC: 0
Netlist Area Pre-Place: 4090 um^2
Synth Instances: 337
Max transition margin: 50.7%
yosys simple share: 17.5%
Tcrit/Tclk final: 53.8%
Die Wd: 103 um
Post-Place Worst Slack: 2810 ps
Yosys reg bits: 89
CTS tree: yes
clock skew: 9.80 ps
Max Clk Rate: 338 MHz
yosys cell count: 337
crit path launch type: register
count of tool warnings: 36
RSZ-0062 raised after global routing: false
total power: 2.11 mW
Crit path required time: 4400 ps
post-CTS resize count: 0
Hold Crit Class: register to register
cell families (layout without fill, tap and decap cells):
kind of cell | Yosys count | after routing
AND/OR/NAND/NOR | 126 | 126
adder cells (fa/ha/maj) | 16 | 16
flip-flops | 89 | 89
other | 1 | 12
buffers and inverters | 24 | 55
multiplexers | 8 | 8
AND-OR/OR-AND | 22 | 22
XOR/XNOR | 51 | 51
layer usage:
metal	up-vias	global-route usage [%]	wire [um]
met5	-	0	0
met4	0	1.30	51
met3	4	3.72	279
met2	53	18.7	2580
met1	1146	22.2	3220
li1	1279	-	-
power breakdown:
group	total, mW	internal [mW]	switching [mW]
Combinational	0.514	0.234	0.280
Clock	0.587	0.354	0.233
Sequential	1.01	0.909	0.102
Total	2.11	1.50	0.614
cell usage after synthesis (all sizes together), types with 2 or more instances:
library cell	n	area [um^2]
buf	7	41.3
nor2b	4	25.0
nor4b	3	26.3
mux2	3	37.5
or2	2	12.5
xor2	15	131
nand3b	2	15.0
nor2	24	90.1
xnor2	36	315
and2	6	37.5
nand3	15	75.1
nand2	20	75.1
dfxtp	34	681
and4	9	81.3
mux2i	4	40.0
o21ai	4	20.0
nor3	11	60.1
nor3b	2	15.0
nand4	12	90.1
edfxtp	55	1650
o21a	2	15.0
and3	5	31.3
o2bb2ai	7	61.3
inv	17	63.8
ha	16	200
nor4	9	68.8
layout by cell type (no fill, tap or decap), types with 7 or more instances in the layout:
| master | netlist | routed |
|---|---|---|
| nand3_1 | 15 | 15 |
| o2bb2ai_1 | 7 | 7 |
| conb_1 | 1 | 12 |
| ha_1 | 16 | 16 |
| xnor2_1 | 36 | 36 |
| dfxtp_1 | 34 | 34 |
| nand4_1 | 11 | 11 |
| xor2_1 | 15 | 15 |
| clkdlybuf4s50_1 | 0 | 22 |
| edfxtp_1 | 55 | 55 |
| nor2_1 | 24 | 24 |
| nand2_1 | 20 | 20 |
| inv_1 | 17 | 17 |
| nor4_1 | 7 | 7 |
| clkbuf_8 | 0 | 9 |
| and4_1 | 8 | 8 |
| nor3_1 | 10 | 10 |
path summary, 6_finish.rpt:
path,startpoint,to,slack (ps),cells past startpoint
hold / removal,count[31]$_SDFF_PP0_,count[31]$_SDFF_PP0_,460,1
setup / recovery,txIndex[1]$_SDFFCE_PN0P_,txdone,2540,4
setup reg to reg,rxIndex[0]$_SDFFCE_PP0P_,rxData[4]$_DFFE_PP_,3170,6
hold reg to reg,count[31]$_SDFF_PP0_,count[31]$_SDFF_PP0_,460,1
through the flow:
| step | area, um^2 | instances |
|---|---|---|
| 3_5_place_dp | 4470 | 496 |
| 4_1_cts | 4750 | 512 |
| 2_1_floorplan | 4130 | 348 |
| 3_3_place_gp | 4470 | 496 |
| 6_report | 4750 | 512 |
| 5_1_grt | 4750 | 512 |
critical path: stages (launching register included):
cell and delay (ps):
edfxtp_1 560, ha_1 240, nand3_1 120, nor2_1 120, clkdlybuf4s50_1 470
final cells by class:
class | count | area [um^2]
multi-input cells | 235 | 1690
flip-flops and latches | 89 | 2330
repair buffers | 22 | 220
well taps | 133 | 166
fillers | 900 | 5070
clock buffers | 9 | 124
inverters | 17 | 63.8
clock inverters | 7 | 149
Power and IR drop assume default switching activity.
